$ cat flow/run.sh
#!/bin/bash
# OpenROAD 26Q1-2900-gdf79404cd8, Yosys 0.63+post, stock flow scripts
make -C /OpenROAD-flow-scripts/flow DESIGN_CONFIG=/design/flow/config.mk WORK_HOME=/design/flow/orfs finish
$ cat flow/config.mk
export PLATFORM = sky130hd
export DESIGN_NAME = ram_arbiter
export DESIGN_NICKNAME = ram_arbiter
export VERILOG_FILES = /design/flow/design.v
export SDC_FILE = /design/flow/constraint.sdc
export NUM_CORES = 4
export LEC_CHECK = 1
export CORE_UTILIZATION = 50
export SYNTH_MEMORY_MAX_BITS = 65536
$ cat flow/constraint.sdc
current_design ram_arbiter

set clk_period 141.3
set clk_io_pct 0.2

create_clock -name clk0 -period $clk_period [get_ports {clk_i}]

set non_clock_inputs [all_inputs -no_clocks]
set_input_delay [expr $clk_period * $clk_io_pct] -clock clk0 $non_clock_inputs
set_output_delay [expr $clk_period * $clk_io_pct] -clock clk0 [all_outputs]
$ cat flow/design.v
`timescale 1ns/1ps
`default_nettype        none
module DFFRAM256x32  (
        CLK,
        WE0,
        EN0,
        Di0,
        Do0,
        A0
);
       localparam A_WIDTH = 8;
       localparam NUM_WORDS = 2**A_WIDTH;
       input   wire                         CLK;
       input   wire    [3:0]                WE0;
       input   wire                         EN0;
       input   wire    [31:0]               Di0;
       output  reg     [31:0]               Do0;
       input   wire    [(A_WIDTH - 1): 0]   A0;
       reg [31:0] RAM[(NUM_WORDS-1): 0];
       always @(posedge CLK)
           if(EN0) begin
               Do0 <= RAM[A0];
               if(WE0[0]) RAM[A0][ 7: 0] <= Di0[7:0];
               if(WE0[1]) RAM[A0][15: 8] <= Di0[15:8];
               if(WE0[2]) RAM[A0][23:16] <= Di0[23:16];
               if(WE0[3]) RAM[A0][31:24] <= Di0[31:24];
           end
           else
               Do0 <= 32'b0;
    endmodule
`timescale 1ns/1ps
module ram_arbiter(
    input                           clk_i,
    input                           rst_n,
    input        [9-1:0]  pA_wb_addr_i,      
    input        [9-1:0]  pB_wb_addr_i,
    input                           pA_wb_stb_i,      
    input                           pB_wb_stb_i,      
    input        [3:0]              pA_wb_we_i,
    input        [3:0]              pB_wb_we_i,
    input        [32-1:0]  pA_wb_data_i,
    input        [32-1:0]  pB_wb_data_i,
    output logic                    pA_wb_ack_o,
    output logic                    pB_wb_ack_o,
    output logic                    pA_wb_stall_o,
    output logic                    pB_wb_stall_o,
    output logic [32-1:0]  pA_wb_data_o,
    output logic [32-1:0]  pB_wb_data_o
);
logic                    port_priority;
logic [9-1:0]  wb_addr_i   [0:1];  
logic                    wb_stb_i    [0:1];   
logic [3:0]              wb_we_i     [0:1];
logic [32-1:0]  wb_data_i   [0:1];
logic                    wb_ack_o    [0:1];
logic                    wb_stall_o  [0:1];
logic [32-1:0]  wb_data_o   [0:1];
logic                    prev_ram_selected   [0:1];  
assign wb_addr_i[0] = pA_wb_addr_i; assign wb_addr_i[1] = pB_wb_addr_i;
assign wb_stb_i[0]  = pA_wb_stb_i;  assign wb_stb_i[1]  = pB_wb_stb_i;
assign wb_we_i[0]   = pA_wb_we_i;   assign wb_we_i[1]   = pB_wb_we_i;
assign wb_data_i[0] = pA_wb_data_i; assign wb_data_i[1] = pB_wb_data_i;
assign pA_wb_ack_o   = wb_ack_o[0];   assign pB_wb_ack_o   = wb_ack_o[1];
assign pA_wb_data_o  = wb_data_o[0];  assign pB_wb_data_o  = wb_data_o[1];
assign pA_wb_stall_o = wb_stall_o[0]; assign pB_wb_stall_o = wb_stall_o[1];
logic [32-1:0] dffram_data_out_i [0:1];
logic                   dffram_en_o       [0:1];
logic [3:0]             dffram_we_o       [0:1];
logic [32-1:0] dffram_data_in_o  [0:1];
logic [9-2:0] dffram_addr_o     [0:1];
DFFRAM256x32 ram0 (
    .CLK(clk_i),
    .WE0(dffram_we_o[0]),
    .EN0(dffram_en_o[0]),
    .Di0(dffram_data_in_o[0]),
    .Do0(dffram_data_out_i[0]),
    .A0(dffram_addr_o[0])
);
DFFRAM256x32 ram1 (
    .CLK(clk_i),
    .WE0(dffram_we_o[1]),
    .EN0(dffram_en_o[1]),
    .Di0(dffram_data_in_o[1]),
    .Do0(dffram_data_out_i[1]),
    .A0(dffram_addr_o[1])
);
genvar port;
generate
    for (port = 0; port < 2; port++) begin
        assign wb_stall_o[port] = wb_stb_i[port] && wb_stb_i[(1 - port)] 
            && wb_addr_i[port][9-1] == wb_addr_i[(1 - port)][9-1] 
            && port_priority == (1 - port);
        assign wb_data_o[port] = dffram_data_out_i[prev_ram_selected[port]];
        always_ff @(posedge clk_i) begin
            if (!rst_n) begin
                prev_ram_selected[port] <= 0;
                wb_ack_o[port]          <= '0;
            end else begin
                prev_ram_selected[port] <= wb_addr_i[port][9-1];
                if (wb_stb_i[port] && !wb_stall_o[port]) begin
                    wb_ack_o[port] <= '1;
                end else begin
                    wb_ack_o[port] <= '0;
                end
            end
        end
    end
endgenerate
always_ff @(posedge clk_i) begin
    if (!rst_n) begin
        port_priority  <= '0;
    end else if (wb_stall_o[0] || wb_stall_o[1]) begin
        port_priority <= ~port_priority;
    end
end
always_comb begin
    for (int ram = 0; ram < 2; ram++) begin
        case ({wb_stb_i[0] && wb_addr_i[0][9-1] == ram[0], wb_stb_i[1] && wb_addr_i[1][9-1] == ram[0]})
            2'b11 : begin
                dffram_we_o[ram]      = wb_we_i[port_priority];
                dffram_en_o[ram]      = wb_stb_i[port_priority];
                dffram_data_in_o[ram] = wb_data_i[port_priority];
                dffram_addr_o[ram]    = wb_addr_i[port_priority][9-2:0];
            end
            2'b10 : begin
                dffram_we_o[ram]      = wb_we_i[0];
                dffram_en_o[ram]      = wb_stb_i[0];
                dffram_data_in_o[ram] = wb_data_i[0];
                dffram_addr_o[ram]    = wb_addr_i[0][9-2:0];
            end
            2'b01 : begin
                dffram_we_o[ram]      = wb_we_i[1];
                dffram_en_o[ram]      = wb_stb_i[1];
                dffram_data_in_o[ram] = wb_data_i[1];
                dffram_addr_o[ram]    = wb_addr_i[1][9-2:0];
            end default begin 
                dffram_we_o[ram]      = 0;
                dffram_en_o[ram]      = 0;
                dffram_data_in_o[ram] = 0;
                dffram_addr_o[ram]    = 0;
            end
        endcase
    end
end
endmodule
==> qor.csv <==
stage,metric,value,unit
floorplanning,rows,411,
power_and_ir_drop,p_leak,226,nW
placed_design,dp_slack,82910,ps
timing,fin_skew,85.0,ps
power_and_ir_drop,p_seq_share,51.6,%
critical_path,reg2reg_slack,131280,ps
synthesis,yosys_area,0.629,mm^2
clock_network,htree_levels,7,
grt,grtUsageTotal,35.7,%
clock_network,hold_buffers,0,
grt,gr-total-overflow,0,
power_and_ir_drop,power_density,14.8,mW/mm^2
critical_path,cp_cell_sequence,clkdlybuf4s50_1 -> xnor2_1 -> and3_1 -> nor2b_1 -> clkdlybuf4s50_1,
power_and_ir_drop,comb_power_share,7.2,%
drt,drt_iter0_drc,33461,
cells_and_area,lay_top_count,edfxtp_1,
critical_path,timing.rr.start,port_priority,
timing,fin_crit_sh,41.3,%
floorplanning,ios,162,
grt,grt_antenna_before_repair,162,
synthesis,async_flop_share,0,%
clock_network,post_cts_buffers,0,
timing,whs,769,ps
synthesis,ys_types,80,
power_and_ir_drop,switching_share,22.9,%
timing,setup_violations,0,
placed_design,hpwl,1230000,um
critical_path,crit_required,113040,ps
clock_network,cts_inserted_buffers,1723,
cells_and_area,flop_area,0.493,mm^2
outcome,outcome,completed,
floorplanning,die_y,1120,um
drt,drt-pass1-iter-count,13,
critical_path,crit_slowest_cell,clkdlybuf4s50_1,
timing,fin_crit,58420,ps
floorplanning,fp_util,50.2,%
critical_path,crit_type,in -> out,
synthesis,yosys-stat-cells,42525,
critical_path,worst_ep_arrival_time,30160,ps
grt,grt_start_max_net_pins,132,
critical_path,cp_common_cell,clkdlybuf4s50_1,
floorplanning,core-area,1.25,mm^2
drt,wirelength,2020000,um
critical_path,cp_num_cells,5,
synthesis,syn_area,0.629,mm^2
timing,finalWorstSetupSlack,82880,ps
cells_and_area,final_cell_mix,"16.4k x edfxtp_1, 8,982 x nand2_1, 2,679 x nand3_1, 2,415 x a21oi_1, 2,011 x a222oi_1",
grt,grt_pass1_wl,2860000,um
floorplanning,die_x,1120,um
timing,tightest_slew,1460,ps
clock_network,clk-insertion-delay-late,1330,ps
cells_and_area,fill_cells,93621,
min_path,min-delay-start,ram0.RAM[133][11],
drt,avgRoutedWirePerCell,32.9,um
critical_path,r2r_end,ram1.Do0[23],
critical_path,slowest_delay,760,ps
critical_path,critical_path_buf_inv_count,2,
drt,vias_per_cell,6.26,
placed_design,portBuffers,161,
critical_path,critical_path.startpoint_type,input pin,
clock_network,clk_path_buf_depth,6,
power_and_ir_drop,p_int,0.00808,W
critical_path,cp_max_fo,12,
power_and_ir_drop,irDropWorstVdd,0.0000115,V
timing,fin_setup_tns,0,ps
timing,drv_slew,0,
synthesis,synth_warnings,27,
power_and_ir_drop,pwr-share-clk,41.2,%
run,maxCapViolCount,0,
clock_network,cts_resized,0,
drt,drc,0,
run,warnings,123,
synthesis,synth-main-ff-cell,edfxtp_1,
clock_network,path_clk_slew,60,ps
timing,timing.fmax,0.0171,GHz
floorplanning,die_area,1.26,mm^2
critical_path,reg2reg_depth,21,
clock_network,cts_root_buf,clkbuf_16,
cells_and_area,logic_area,0.123,mm^2
timing,rsz0062_at_grt,no,
cells_and_area,final_layout_size_suffix_gt1_share,9.97,%
synthesis,synth_seq_share,78.5,%
grt,grt_pass1_vias,399092,
drt,final_antenna_net_count,0,
min_path,min_path_type,reg -> reg,
cells_and_area,area_growth,12.5,%
synthesis,postSynthAreaPerCell,14.8,um^2
synthesis,netlist_instances,42525,
power_and_ir_drop,p_switching,0.00240,W
critical_path,cp-end-kind,output pin,
timing,maxSlewHeadroom,2.44,%
clock_network,cts_tree,done,
placed_design,gp_congestion,0.934,
min_path,whs_path_depth,5,
drt,vias,384600,
critical_path,critPathTopFamily,buffers and inverters,
min_path,holdPathEnd,ram0.Do0[11],
clock_network,clock_sinks,16453,
synthesis,synth-edff-count,16384,
timing,finalHoldViolations,0,
synthesis,ys.flops,16453,
## cell usage after synthesis, types with 28 or more instances
| library cell | count | share of area, % |
|---|---|---|
| and3_1 | 625 | 0.62 |
| nand2_1 | 9095 | 5.4 |
| a22o_1 | 84 | 0.12 |
| buf_2 | 997 | 0.79 |
| a222oi_1 | 2011 | 3.2 |
| a22oi_1 | 28 | 0.033 |
| dfxtp_1 | 69 | 0.22 |
| nor2_1 | 2042 | 1.2 |
| nand3_1 | 2682 | 2.1 |
| a221oi_1 | 41 | 0.057 |
| a311oi_1 | 587 | 0.82 |
| a211oi_1 | 167 | 0.20 |
| nor3_1 | 147 | 0.12 |
| a41oi_1 | 33 | 0.046 |
| a31oi_1 | 638 | 0.64 |
| nand4_1 | 38 | 0.038 |
| o221ai_1 | 28 | 0.039 |
| buf_4 | 162 | 0.19 |
| clkbuf_1 | 1671 | 1.0 |
| nor4_1 | 740 | 0.74 |
| mux2i_1 | 530 | 0.84 |
| buf_1 | 296 | 0.18 |
| o21ai_0 | 136 | 0.11 |
| edfxtp_1 | 16384 | 78 |
| mux2_2 | 64 | 0.11 |
| a32oi_1 | 31 | 0.043 |
| o22ai_1 | 577 | 0.57 |
| a21oi_1 | 2417 | 1.9 |
## tightest hold or removal path: stages, from the launching register on
cell and delay (ps):
edfxtp_1 320, nand2_1 40, nand3_1 70, nand3_1 80, a31oi_1 140, or4_1 100
## power by group through the flow
stage	Sequential [W]	Combinational, W	Clock [W]
after CTS	0.00541	0.000743	0.00435
after global routing	0.00541	0.000795	0.00454
final	0.00541	0.000753	0.00432
## worst max-delay path by stage
stage | startpoint | end
after global routing | pA_wb_addr_i[8] | pB_wb_stall_o
final | pA_wb_addr_i[8] | pB_wb_stall_o
after CTS | pA_wb_addr_i[8] | pB_wb_stall_o
## through the flow
stage                     power (W)  instances  cell area [um^2]  utilization, %
after floorplan             0.00590      42525            629000               -
after global placement      0.00625      57920            653000            52.1
after detailed placement    0.00625      57921            653000            52.1
after CTS                    0.0105      60975            706000            56.3
after global routing         0.0107      61213            706000            56.4
final                        0.0105      61446            707000            56.4
## logic make-up (layout without fill, tap and decap cells)
logic type	count (synthesis)	count (layout)	synth area share (%)
muxes	594	594	0.959
other	0	470	0
xor gates and xnor gates	1	1	0.00139
AOI/OAI and AO/OA	6876	6876	7.94
DFF	16453	16453	78.5
buffers and inverters	3151	4876	2.21
and+or+nand+nor	15450	15450	10.4
## registers in the layout, summed over array words and instances, names as in the netlist
signal and count:
ram0.RAM 8192, ram1.RAM 8192, ram0.Do0 32, ram1.Do0 32
prev_ram_selected 2, wb_ack_o 2, port_priority 1
## routing by layer
layer  GRT usage, %  vias to the layer above  routed length [um]
li1               -                   166475                   -
met1           41.7                   188305              604000
met2           49.1                    24921              918000
met3           25.9                     4715              347000
met4           20.7                      184              151000
met5           2.52                        -                3620
## area by class of cell
| type | count | area share, % |
|---|---|---|
| Antenna cell | 470 | 0.166 |
| Clock buffer | 2113 | 6.40 |
| Clock inverter | 941 | 1.13 |
| Multi-Input combinational cell | 22921 | 17.5 |
| Sequential cell | 16453 | 69.8 |
| Tap cell | 16726 | 2.96 |
| Timing Repair Buffer | 1822 | 2.10 |
Power is estimated from default activity; no workload was simulated.
